===== run.sh =====
#!/bin/bash
# OpenROAD 26Q1-2900-gdf79404cd8, Yosys 0.63+post, stock flow scripts
make -C /OpenROAD-flow-scripts/flow DESIGN_CONFIG=/design/flow/config.mk WORK_HOME=/design/flow/orfs finish

===== config.mk =====
export PLATFORM = sky130hd
export DESIGN_NAME = Decode_To_Execute
export DESIGN_NICKNAME = Decode_To_Execute
export VERILOG_FILES = /design/flow/design.v
export SDC_FILE = /design/flow/constraint.sdc
export NUM_CORES = 4
export LEC_CHECK = 1
export CORE_AREA = 10 10 163 163
export DIE_AREA = 0 0 173 173

===== constraint.sdc =====
current_design Decode_To_Execute

set clk_period 1.0
set clk_io_pct 0.2

create_clock -name clk0 -period $clk_period [get_ports {Clk}]

set non_clock_inputs [all_inputs -no_clocks]
set_input_delay [expr $clk_period * $clk_io_pct] -clock clk0 $non_clock_inputs
set_output_delay [expr $clk_period * $clk_io_pct] -clock clk0 [all_outputs]

===== design.v =====
`timescale 1ns / 1ps
module Decode_To_Execute(Clk, Reset, RegWrite, ALUSrc, RegDst, MemWrite, MemRead, Branch, MemToReg, Jr, Jal, ALUControl, PCAddResult, ReadData1, ReadData2, SignExt, RegDst1, RegDst2, 
RegWriteOut, ALUSrcOut, RegDstOut, MemWriteOut, MemReadOut, BranchOut, MemToRegOut, JrOut, JalOut, ALUControlOut, PCAddResultOut, ReadData1Out, ReadData2Out, SignExtOut, RegDst1Out, RegDst2Out);
input Clk, Reset;
input RegWrite, ALUSrc, RegDst, Branch, MemToReg, Jr, Jal;
input [1:0] MemWrite, MemRead;
input [4:0] ALUControl, RegDst1, RegDst2;
input [31:0] PCAddResult, ReadData1, ReadData2, SignExt;
output reg [31:0] PCAddResultOut, ReadData1Out, ReadData2Out, SignExtOut;
output reg [4:0] ALUControlOut, RegDst1Out, RegDst2Out;
output reg RegWriteOut, ALUSrcOut, RegDstOut, BranchOut, MemToRegOut, JrOut, JalOut;
output reg [1:0] MemWriteOut, MemReadOut;
always @(posedge Clk) begin
    RegWriteOut <= RegWrite;
    ALUSrcOut <= ALUSrc;
    RegDstOut <= RegDst;
    MemWriteOut <= MemWrite;
    MemReadOut <= MemRead;
    BranchOut <= Branch;
    MemToRegOut <= MemToReg;
    JrOut <= Jr;
    JalOut <= Jal;
    ALUControlOut <= ALUControl;
    RegDst1Out <= RegDst1;
    RegDst2Out <= RegDst2;
    PCAddResultOut <= PCAddResult;
    ReadData1Out <= ReadData1;
    ReadData2Out <= ReadData2;
    SignExtOut <= SignExt;
end
endmodule

==> insert_results.sql <==
-- flow metrics import
INSERT INTO impl_metrics (metric_group, metric, value, unit) VALUES
('cts', 'cts.reportedPaths.clkPinSlew', '0.07', 'ns'),
('finish', 'mi_logic_area', '0', 'um^2'),
('worst_setup_path', 'crit_path_start', 'ALUControlOut[0]', ''),
('global_route', 'grt_pass1_wl', '16.6', 'mm'),
('worst_setup_path', 'worstPathBufferInverterCount', '1', ''),
('drt', 'antenna_violating_nets_post_route', '0', ''),
('finish', 'final_layout_size_suffix_gt1_share', '41.5', '%'),
('run_status', 'violated_checks', 'negative setup slack', ''),
('global_route', 'grt.total_usage', '7.26', '%'),
('synthesis', 'ys_seq_elements', '154', ''),
('placed_design', 'place.detailed.hpwl', '9.25', 'mm'),
('cts', 'cts_max_level', '4', ''),
('power', 'static-leakage-power', '2.78', 'nW'),
('drt', 'wirelength', '11.2', 'mm'),
('die', 'height_of_the_chip', '173', 'um'),
('sta', 'final-hold-violation-count', '0', ''),
('sta', 'tightest_slew', '0.173', 'ns'),
('sta', 'timing.slew.headroom', '88.5', '%'),
('drt', 'wire_per_inst', '13.8', 'um'),
('worst_setup_path', 'worst_setup_path_start_kind', 'flip-flop', ''),
('drt', 'post_drt_via_cell_ratio', '2.85', ''),
('cts', 'post_cts_hold_buffer_count', '0', ''),
('worst_setup_path', 'path_delay_family', 'flip-flops', ''),
('worst_setup_path', 'path_cells', 'buf_2', ''),
('flow_run', 'openroad_warning_count', '28', ''),
('die', 'design.die.area', '29900', 'um^2'),
('synthesis', 'post_synth_instance_area', '3080', 'um^2'),
('placed_design', 'routabilityCongestion', '0.748', ''),
('synthesis', 'post_synth.cell_area_avg', '20.0', 'um^2'),
('sta', 'post-route-worst-setup-slack', '-0.0302', 'ns'),
('run_status', 'status', 'complete, but fails checks', ''),
('synthesis', 'ys_seq_share', '100', '%'),
('finish', 'fill_cells', '2434', ''),
('synthesis', 'muxShareOfSynthArea', '0', '%'),
('worst_setup_path', 'cpPeakStageDelay', '0.31', 'ns'),
('sta', 'fmax', '971', 'MHz'),
('global_route', 'global_route.overflow_total', '0', ''),
('drt', 'remaining_drc_errors', '0', ''),
('placed_design', 'port_buffers', '308', ''),
('flow_run', 'cap_viol_max_count', '0', ''),
('global_route', 'number_of_antenna_violations_at_the_first_check_in_global_routing', '2', ''),
('finish', 'n_multi_input_combinational_cell', '0', ''),
('cts', 'cts_sinks', '154', ''),
('sta', 'slew_violations', '0', ''),
('die', 'die.size.x', '173', 'um'),
('die', 'fp_util', '13.5', '%'),
('power', 'irDropWorstVdd', '0.888', 'mV'),
('sta', 'finalWorstPathRequiredPeriod', '1.03', 'ns'),
('synthesis', 'synthXorXnorAreaFrac', '0', '%'),
('cts', 'clockBufferDepth', '2', ''),
('drt', 'drt_iter0_drc', '18', ''),
('worst_setup_path', 'crit_path_kind', 'flip-flop to primary output', ''),
('die', 'design.core.area', '22800', 'um^2'),
('worst_hold_path', 'hold_path_startpoint', 'ALUControl[0]', ''),
('sta', 'setup_repair_after_global_routing_missed_its_margin', 'true', ''),
('worst_setup_path', 'critPathRequiredTime', '0.80', 'ns'),
('cts', 'cts_tree', 'yes', ''),
('synthesis', 'yosys_warnings', '1', ''),
('sta', 'timing.final.setup_violations', '135', ''),
('finish', 'final_core_utilization', '27.9', '%'),
('worst_hold_path', 'min-delay-path-class', 'primary input to flip-flop', ''),
('global_route', 'grt_pass1_vias', '2532', ''),
('sta', 'final.setup.tns', '-1.37', 'ns'),
('cts', 'tritoncts.num_buffers', '17', ''),
('drt', 'dr.pass1.iters', '4', ''),
('worst_setup_path', 'endpoint_kind', 'primary output', ''),
('die', 'top_level_ports', '310', ''),
('global_route', 'grt_max_degree', '17', ''),
('sta', 'post-route-period-util', '103', '%'),
('finish', 'layout.area.seq', '3110', 'um^2'),
('cts', 'post-cts-setup-buffers', '0', '');
[cells by family (layout without fill, tap and decap cells)]
kind of cell | after synthesis | after routing
buf+inv | 0 | 340
flops | 154 | 154
[per-layer routing]
layer	part of all wire (%)	GRT usage, %
met1	34	7.26
met2	49	12.1
met3	15	5.49
met4	1.3	1.08
met5	0.19	0
[registers in the layout (all words and copies together) (netlist names), 2 cells and up]
| register | count |
|---|---|
| ALUControlOut | 5 |
| MemReadOut | 2 |
| MemWriteOut | 2 |
| PCAddResultOut | 32 |
| ReadData1Out | 32 |
| ReadData2Out | 32 |
| RegDst1Out | 5 |
| RegDst2Out | 5 |
| SignExtOut | 32 |
[Yosys cell counts]
| library cell | number | area share, % |
|---|---|---|
| sky130_fd_sc_hd__dfxtp_1 | 154 | 100 |
[final timing paths]
kind,end,slack [ns],cells after the start
setup / recovery,ALUControlOut[0],-0.03,1
hold / removal,ALUControlOut[0],0.22,1
[what timing repair did]
| item | in CTS | in global routing |
|---|---|---|
| pin swaps | 0 | 0 |
| endpoints found under the setup margin | 154 | 154 |
| resized | 503 | 13 |
| hold endpoints to repair | 0 | 0 |
[stage by stage]
stage | cells | hold WS [ns] | area [um^2] | setup slack [ns] | power [W]
final | 807 | 0.219 | 6380 | -0.0302 | 0.0135
after detailed placement | 775 | 0.652 | 6560 | -0.00888 | 0.00788
after CTS | 807 | 0.190 | 6360 | -0.0655 | 0.0138
after global routing | 807 | 0.182 | 6380 | -0.0951 | 0.0141
after global placement | 775 | 0.649 | 6560 | 0.00353 | 0.00788
after floorplan | 154 | 0.228 | 3080 | 0.538 | 0.00659
[layout make-up]
class	instances	area share, %
Clock buffer	17	6.67
Tap cell	313	6.14
Clock inverter	15	2.08
Timing Repair Buffer	308	36.4
Sequential cell	154	48.7
[cell usage in the layout (no fill, tap or decap)]
| cell type | Yosys | final |
|---|---|---|
| sky130_fd_sc_hd__inv_8 | 0 | 5 |
| sky130_fd_sc_hd__buf_2 | 0 | 152 |
| sky130_fd_sc_hd__dfxtp_1 | 154 | 135 |
| sky130_fd_sc_hd__clkinv_4 | 0 | 1 |
| sky130_fd_sc_hd__clkinvlp_4 | 0 | 3 |
| sky130_fd_sc_hd__clkinv_2 | 0 | 2 |
| sky130_fd_sc_hd__clkdlybuf4s50_1 | 0 | 154 |
| sky130_fd_sc_hd__inv_6 | 0 | 4 |
| sky130_fd_sc_hd__clkbuf_16 | 0 | 17 |
| sky130_fd_sc_hd__dfxtp_2 | 0 | 19 |
| sky130_fd_sc_hd__buf_6 | 0 | 2 |
[power breakdown]
group          internal, W  switching [W]
sequential         0.00647      0.0000620
combinational     0.000721       0.000148
clock              0.00328        0.00277
No activity file was given, so power comes from the tool's default toggle rates.
