==> ./design.v <==
`timescale 1ns / 1ps
module ALU32Bit(ALUControl, A, B, ALUResult, Zero);
	input signed [4:0] ALUControl;  
	input signed [31:0] A, B;	     
	output reg signed [31:0] ALUResult;	 
	output reg Zero;	     
    always @ (ALUControl, A, B) begin
        case (ALUControl)  
            5'b00001: begin                  
                ALUResult <= A + B;
                Zero <= 0;
            end
            5'b00010: begin                  
                ALUResult <= A - B;
                Zero <= 0;
            end
            5'b00011: begin                  
                ALUResult <= A * B;
                Zero <= 0;
            end
            5'b00100: begin                  
                ALUResult <= B << A[10:6];
                Zero <= 0;
            end
            5'b00101: begin                  
                ALUResult <= B >> A[10:6];
                Zero <= 0;
            end
            5'b00110: begin                  
                ALUResult <= A & B;
                Zero <= 0;
            end
            5'b00111: begin                  
                ALUResult <= A | B;
                Zero <= 0;
            end    
	        5'b01000: begin                  
                ALUResult <= A ^ B;
                Zero <= 0;
            end
            5'b01011: begin                  
                if (A>=0) begin
                    ALUResult <= 8'd1;
                    Zero <= 1;
                end
                else begin
                    ALUResult <= 8'd0;
                    Zero <= 0;
                end
                if (A [31] == 1) begin
                    Zero <= 0;
               end
            end
            5'b01100: begin                  
                if (A==B) begin
                    ALUResult <= 8'd1;
                    Zero <= 1;
                end
                else begin
                    ALUResult <= 8'd0;
                    Zero <= 0;
                end
            end
	       5'b01101: begin                   
	           ALUResult <= ~(A | B);
	           Zero <= 0;
            end
	    5'b01110: begin                     
	        if (A != B) begin
                if (A > B) begin
                    ALUResult <= 0;
	            Zero <=0;
                end
                else begin
                    ALUResult <= 1;
                    Zero <= 0;
                end
            end 
            else begin
                if (A <= B) begin
                    ALUResult <= 0;
                    Zero <= 0;
                end
	            else begin
	               ALUResult <= 1;
                       Zero <= 0;
                end
            end
        end
	    5'b01111:  begin                     
                if (A!=B) begin
                    ALUResult <= 8'd1;
                    Zero <= 1;
                end
                else begin
                    ALUResult <= 8'd0;
                    Zero <= 0;
                end
        end
        5'b10000: begin                      
            if (A>0) begin
                    ALUResult <= 8'd1;
                    Zero <= 1;
                end
                else begin
                    ALUResult <= 8'd0;
                    Zero <= 0;
                end
                if (A [31] == 1) begin
                    Zero <= 0;
               end
	    end
        5'b10001: begin                      
            if (A<=0) begin
                    ALUResult <= 8'd1;
                    Zero <= 1;
                end
                else begin
                    ALUResult <= 8'd0;
                    Zero <= 0;
                end
                if (A [31] == 1) begin
                    Zero <= 1;
               end
        end
	    5'b10010: begin                      
            if (A<0) begin
                    ALUResult <= 8'd1;
                    Zero <= 1;
                end
                else begin
                    ALUResult <= 8'd0;
                    Zero <= 0;
                end
                if (A [31] == 1) begin
                    Zero <= 1;
               end
        end
        default: begin
            ALUResult = 0; 
            if (ALUResult == 0) Zero <= 1;
            else Zero <= 0;
        end
   endcase
end 
endmodule
==> ./run.sh <==
#!/bin/bash
# OpenROAD 26Q1-2900-gdf79404cd8, Yosys 0.63+post, stock flow scripts
make -C /OpenROAD-flow-scripts/flow DESIGN_CONFIG=/design/flow/config.mk WORK_HOME=/design/flow/orfs finish
==> ./config.mk <==
export PLATFORM = sky130hd
export DESIGN_NAME = ALU32Bit
export DESIGN_NICKNAME = ALU32Bit
export VERILOG_FILES = /design/flow/design.v
export SDC_FILE = /design/flow/constraint.sdc
export NUM_CORES = 4
export LEC_CHECK = 1
export CORE_UTILIZATION = 30
==> ./constraint.sdc <==
current_design ALU32Bit

set clk_period 17.6
set clk_io_pct 0.2

create_clock -name clk0 -period $clk_period

set non_clock_inputs [all_inputs -no_clocks]
set_input_delay [expr $clk_period * $clk_io_pct] -clock clk0 $non_clock_inputs
set_output_delay [expr $clk_period * $clk_io_pct] -clock clk0 [all_outputs]
==> flow_summary.html <==
<!-- implementation run metrics -->
<table>
<tr><th>Metric</th><th>Value</th></tr>
<tr><th colspan="2">Cells and area</th></tr>
<tr><td>Area growth, synth to finish</td><td>9.31%</td></tr>
<tr><td>Share of final-layout standard cells stronger than drive strength 1</td><td>under 10%</td></tr>
<tr><td>Count of sequential standard cells</td><td>0</td></tr>
<tr><td>Count of clock-net buffers in the final layout</td><td>0</td></tr>
<tr><td>Final instance area</td><td>0.0258 mm^2</td></tr>
<tr><td>Seq. cell area</td><td>0 um^2</td></tr>
<tr><th colspan="2">Final timing</th></tr>
<tr><td>Final Max Slew Viols</td><td>0</td></tr>
<tr><td>Slew HR</td><td>around 30%</td></tr>
<tr><td>Unrepaired setup endpoints after global routing</td><td>no</td></tr>
<tr><td>Clock period minus final worst setup slack</td><td>approximately 16 ns</td></tr>
<tr><td>Post-layout period usage</td><td>92.9%</td></tr>
<tr><td>Worst Hold Margin</td><td>8.40 ns</td></tr>
<tr><td>Upper clock frequency limit</td><td>61.2 MHz</td></tr>
<tr><td>Measured slew at the worst slew-check pin</td><td>between 1 and 1.5 ns</td></tr>
<tr><td>Setup TNS after final layout</td><td>0 ns</td></tr>
<tr><td>Hold Vio Cnt, Final</td><td>0</td></tr>
<tr><td>Final setup violation count</td><td>0</td></tr>
<tr><th colspan="2">Synthesis</th></tr>
<tr><td>Count of different cell masters after synthesis</td><td>72</td></tr>
<tr><td>Fraction of the yosys area taken by sequential cells</td><td>0%</td></tr>
<tr><td>Area of the synthesized netlist per yosys stat</td><td>~0.024 mm^2</td></tr>
<tr><td>Yosys Instances</td><td>3049</td></tr>
<tr><td>Yosys synthesis warning count</td><td>1</td></tr>
<tr><td>Mean instance size in the synthesized netlist</td><td>7.73 um^2</td></tr>
<tr><td>Top area contributor share</td><td>34.8%</td></tr>
<tr><td>Gate Count Post-Synth</td><td>3049</td></tr>
<tr><td>Cell Area, Synth</td><td>0.0236 mm^2</td></tr>
<tr><td>Cell types occupying the most area after synthesis</td><td>sky130_fd_sc_hd__fa_1 35%, sky130_fd_sc_hd__ha_1 13%, sky130_fd_sc_hd__nor2_1 8.3%</td></tr>
<tr><td>Cell type with the largest total area</td><td>sky130_fd_sc_hd__fa_1</td></tr>
<tr><th colspan="2">Hold path</th></tr>
<tr><td>Hold depth</td><td>6</td></tr>
<tr><td>Hold/Removal Path Class</td><td>primary input to output port</td></tr>
<tr><th colspan="2">Floorplanning</th></tr>
<tr><td>Horizontal die size</td><td>282 um</td></tr>
<tr><td>Floorplan core area</td><td>roughly 0.078 mm^2</td></tr>
<tr><td>FP Util</td><td>between 30% and 40%</td></tr>
<tr><td>I/O pin count</td><td>about 100</td></tr>
<tr><td>Die H</td><td>282 um</td></tr>
<tr><td>Total number of placement rows</td><td>around 100</td></tr>
<tr><td>Chip Area</td><td>0.0797 mm^2</td></tr>
<tr><th colspan="2">Routing</th></tr>
<tr><td>Via density</td><td>about 5.5</td></tr>
<tr><td>Vias post-DR</td><td>22500</td></tr>
<tr><td>Drt first-iter violations</td><td>about 1900</td></tr>
<tr><td>Routed wire length</td><td>108 mm</td></tr>
<tr><td>DRC viols</td><td>0</td></tr>
<tr><td>Iteration tally of the first detailed-router pass</td><td>6</td></tr>
<tr><td>Antenna Nets Post-Route</td><td>0</td></tr>
<tr><td>Average detailed-routed wire length per instance</td><td>26.4 um</td></tr>
<tr><th colspan="2">Worst setup path</th></tr>
<tr><td>Required time at the endpoint of the critical path</td><td>14.08 ns</td></tr>
<tr><td>Crit end category</td><td>output port</td></tr>
<tr><td>Category of the critical setup timing path</td><td>primary input to output port</td></tr>
<tr><td>Maximum net fanout on the critical path</td><td>13</td></tr>
<tr><td>Signal arrival time at the worst endpoint</td><td>12.83 ns</td></tr>
<tr><td>Category of the worst setup path launch point</td><td>primary input</td></tr>
<tr><th colspan="2">Placed design</th></tr>
<tr><td>Final GP Congestion</td><td>1.07</td></tr>
<tr><td>Post-DP HPWL</td><td>86.9 mm</td></tr>
<tr><td>Area of placed instances</td><td>around 0.026 mm^2</td></tr>
<tr><td>Number of buffer cells added on primary ports</td><td>102</td></tr>
<tr><th colspan="2">Global routing</th></tr>
<tr><td>Remaining global-route overflow</td><td>0</td></tr>
<tr><td>Number of antenna violations at the first check in global routing</td><td>13</td></tr>
<tr><td>All-layer global routing usage</td><td>28.9%</td></tr>
<tr><td>Global-route wire length before repair</td><td>160 mm</td></tr>
<tr><td>Maximum number of pins on one net before global-route repair</td><td>61</td></tr>
<tr><td>Number of global-route vias before repair</td><td>23000</td></tr>
<tr><th colspan="2">Status</th></tr>
<tr><td>Result of the run</td><td>finished clean</td></tr>
<tr><th colspan="2">Clock network</th></tr>
<tr><td>Number of buffers inserted for hold repair after clock tree synthesis</td><td>0</td></tr>
<tr><td>Post-CTS setup repair buffer count</td><td>0</td></tr>
<tr><td>Gates resized, CTS repair</td><td>0</td></tr>
<tr><th colspan="2">Flow run</th></tr>
<tr><td>Number of maximum-capacitance violations</td><td>0</td></tr>
<tr><td>OpenROAD warnings</td><td>96</td></tr>
</table>
[cell type report]
cell class / count / area, um^2
repair buffers: 185 / 1630
multi-input cells: 2339 / 20900
fillers: 8340 / 51800
inverters: 514 / 1930
well taps: 1040 / 1300
diodes: 2 / 5.00
[logic make-up (layout without fill, tap and decap cells)]
| group | Yosys count | in the layout | share of synthesized area, % |
|---|---|---|---|
| AOI/OAI and AO/OA | 565 | 565 | 15.8 |
| xor gates and xnor gates | 91 | 91 | 3.44 |
| adders and majority gates | 656 | 656 | 47.9 |
| buffers and inverters | 710 | 699 | 11.5 |
| muxes | 79 | 79 | 4.79 |
| other | 0 | 2 | 0 |
| and+or+nand+nor | 948 | 948 | 16.6 |
[Yosys cell counts (8+ instances only)]
cell type	n
sky130_fd_sc_hd__clkbuf_1	131
sky130_fd_sc_hd__or3_1	8
sky130_fd_sc_hd__nor2b_1	11
sky130_fd_sc_hd__o22ai_1	22
sky130_fd_sc_hd__nor2_1	523
sky130_fd_sc_hd__mux4_2	26
sky130_fd_sc_hd__mux2_2	10
sky130_fd_sc_hd__nand2_1	257
sky130_fd_sc_hd__a211oi_1	14
sky130_fd_sc_hd__ha_1	246
sky130_fd_sc_hd__o21ai_0	132
sky130_fd_sc_hd__nor3_1	36
sky130_fd_sc_hd__a22oi_1	10
sky130_fd_sc_hd__nand4_1	16
sky130_fd_sc_hd__clkinv_1	9
sky130_fd_sc_hd__o211ai_1	29
sky130_fd_sc_hd__inv_1	498
sky130_fd_sc_hd__a221oi_1	43
sky130_fd_sc_hd__xor2_1	20
sky130_fd_sc_hd__nand3_1	31
sky130_fd_sc_hd__xnor2_1	70
sky130_fd_sc_hd__a31oi_1	10
sky130_fd_sc_hd__fa_1	410
sky130_fd_sc_hd__nand2b_1	24
sky130_fd_sc_hd__mux2i_1	43
sky130_fd_sc_hd__nor4_1	16
sky130_fd_sc_hd__a211o_1	13
sky130_fd_sc_hd__o21bai_1	27
sky130_fd_sc_hd__a21o_1	20
sky130_fd_sc_hd__a21oi_1	149
sky130_fd_sc_hd__o221ai_1	11
sky130_fd_sc_hd__a221o_1	15
sky130_fd_sc_hd__buf_1	35
sky130_fd_sc_hd__buf_2	30
sky130_fd_sc_hd__o31ai_1	16
[routing by layer]
layer / up-vias / routed length [um] / track usage [%]
met2: 1311 / 44600 / 40.4
met3: 272 / 15000 / 13.7
met4: 22 / 5520 / 11.0
met5: - / 129 / 0.183
met1: 11100 / 42500 / 39.4
li1: 9837 / - / -
[cell usage in the layout (no fill, tap or decap), types with 26 or more instances in the layout]
| cell | instances |
|---|---|
| sky130_fd_sc_hd__a21oi_1 | 149 |
| sky130_fd_sc_hd__nor2_1 | 522 |
| sky130_fd_sc_hd__buf_4 | 84 |
| sky130_fd_sc_hd__xnor2_1 | 70 |
| sky130_fd_sc_hd__a221oi_1 | 43 |
| sky130_fd_sc_hd__mux2i_1 | 43 |
| sky130_fd_sc_hd__nor3_1 | 32 |
| sky130_fd_sc_hd__nand3_1 | 31 |
| sky130_fd_sc_hd__nand2_1 | 257 |
| sky130_fd_sc_hd__o21bai_1 | 27 |
| sky130_fd_sc_hd__ha_1 | 246 |
| sky130_fd_sc_hd__fa_1 | 410 |
| sky130_fd_sc_hd__clkdlybuf4s50_1 | 98 |
| sky130_fd_sc_hd__mux4_2 | 26 |
| sky130_fd_sc_hd__o211ai_1 | 29 |
| sky130_fd_sc_hd__inv_1 | 498 |
| sky130_fd_sc_hd__o21ai_0 | 132 |
[metrics by stage]
step / utilization, % / cells / worst slack [ns]
after floorplan: - / 3049 / 2.86
after global placement: 33.2 / 4078 / 1.51
after detailed placement: 33.2 / 4078 / 1.35
after CTS: 33.2 / 4078 / 1.32
after global routing: 33.2 / 4078 / 0.951
final: 33.2 / 4080 / 1.25
[worst max-delay path, cell delays in order]
cell and delay, ns:
sky130_fd_sc_hd__clkdlybuf4s50_1 0.89, sky130_fd_sc_hd__inv_1 0.48, sky130_fd_sc_hd__buf_4 0.33, sky130_fd_sc_hd__nor2_1 0.16, sky130_fd_sc_hd__fa_1 0.46, sky130_fd_sc_hd__fa_1 0.49, sky130_fd_sc_hd__fa_1 0.53, sky130_fd_sc_hd__inv_1 0.05
sky130_fd_sc_hd__fa_1 0.47, sky130_fd_sc_hd__inv_1 0.05, sky130_fd_sc_hd__fa_1 0.47, sky130_fd_sc_hd__fa_1 0.57, sky130_fd_sc_hd__fa_1 0.43, sky130_fd_sc_hd__fa_1 0.47, sky130_fd_sc_hd__ha_1 0.39, sky130_fd_sc_hd__and4_1 0.29
sky130_fd_sc_hd__o211ai_1 0.15, sky130_fd_sc_hd__a211oi_1 0.35, sky130_fd_sc_hd__o31ai_2 0.23, sky130_fd_sc_hd__a21oi_1 0.20, sky130_fd_sc_hd__and4bb_1 0.23, sky130_fd_sc_hd__o21bai_1 0.16, sky130_fd_sc_hd__mux2_2 0.41, sky130_fd_sc_hd__a211o_1 0.31
sky130_fd_sc_hd__a311o_1 0.33, sky130_fd_sc_hd__clkdlybuf4s50_1 0.40
[path summary, 6_finish.rpt]
kind | end | slack, ns | from
worst min-delay path | ALUResult[5] | 8.40 | A[9]
worst max-delay path | ALUResult[31] | 1.25 | B[6]
