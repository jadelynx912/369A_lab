### constraint.sdc
current_design RegisterFile

set clk_period 10.0
set clk_io_pct 0.2

create_clock -name clk0 -period $clk_period [get_ports {Clk}]

set non_clock_inputs [all_inputs -no_clocks]
set_input_delay [expr $clk_period * $clk_io_pct] -clock clk0 $non_clock_inputs
set_output_delay [expr $clk_period * $clk_io_pct] -clock clk0 [all_outputs]
### config.mk
export PLATFORM = sky130hd
export DESIGN_NAME = RegisterFile
export DESIGN_NICKNAME = RegisterFile
export VERILOG_FILES = /design/flow/design.v
export SDC_FILE = /design/flow/constraint.sdc
export NUM_CORES = 4
export LEC_CHECK = 1
export CORE_UTILIZATION = 40
### run.sh
#!/bin/bash
# OpenROAD 26Q1-2900-gdf79404cd8, Yosys 0.63+post, stock flow scripts
make -C /OpenROAD-flow-scripts/flow DESIGN_CONFIG=/design/flow/config.mk WORK_HOME=/design/flow/orfs finish
### design.v
`timescale 1ns / 1ps
module RegisterFile(ReadRegister1, ReadRegister2, WriteRegister, WriteData, RegWrite, Clk, ReadData1, ReadData2);
input [4:0] ReadRegister1, ReadRegister2, WriteRegister;
input Clk, RegWrite;
input [31:0] WriteData;
reg [31:0] regFile [31:0];
output reg [31:0] ReadData1, ReadData2;
always @(posedge Clk) begin
    if (RegWrite == 1) begin
        regFile[WriteRegister] <= WriteData;
    end
end
always @ (*) begin
    if (ReadRegister1 == 0) begin                
        ReadData1 <= 0;
    end
    else begin
        ReadData1 <= regFile[ReadRegister1];
    end
    if (ReadRegister2 == 0) begin
        ReadData2 <= 0;
    end
    else begin
        ReadData2 <= regFile[ReadRegister2];
    end
end
endmodule
==> flow_summary.toml <==
# implementation run metrics
[yosys]
ys_area_mm2 = 0.0473
ys.flops = 1024
avgSynthCellArea_um2 = 19.2
ys_cells = 2460
yosysWarnings = 1
edf_count = 1024
ys_seq_share_pct = 65.0
synth.cell_area_mm2 = 0.0473
area_leaders = "edfxtp_1 (65%), mux4_2 (18%), mux2i_1 (6.4%)"
async_flop_share_pct = 0
syn_inst = 2460
synth_top_area_share_pct = 65.0
yosys.area.top_type = "edfxtp_1"
yosys_most_used_dff = "edfxtp_1"
ys_types = 38

[finish]
regMostFlops = "regFile"
finish.utilization_pct = 46.4
layout-drive-gt1-share_pct = 28.1
largest_reg_flops = 1024
area_growth_pct = 14.5
reg.largest.list = "regFile (1024)"

[clock_network]
cts_root_buf = "clkbuf_16"
cts_sinks = 1024
clk_pin_slew_ns = 0.06
post-cts-setup-buffer-count = 0
cts-buffers-inserted = 104
cts_buffer_depth = 3
postCtsHoldBufs = 0
htreeDepth = 3
cts_tree = "built"
ctsResizeCount = 0

[timing]
slew-limit-headroom_pct = 27.7
tns_ns = 0
hold_violations = 0
fmax_mhz = 128
slew_violations = 0
finalCritPeriodShare_pct = 78.3
tightestPinTransition_ns = 1.08
rsz0062_at_grt = "false"
setup_violations = 0
finalCriticalPeriod_ns = 7.83

[run]
warning_count = 26
max-cap-violations = 0

[route]
via_per_inst = 6.47
postRouteAntennaNets = 0
drtIter0Drc = 1928
firstDrtPassIters = 5
avgRoutedWirePerCell_um = 35.6
drt-total-wl_um = 150000
dr_total_vias = 27200
drc = 0

[grt]
grt_pass1_wl_um = 215000
grt-ovfl-total = 0
grt_max_degree = 81
grt_use_total_pct = 27.6
grt_antenna_before_repair = 2
grt_pass1_vias = 30900

[floorplan]
placeableCoreArea_mm2 = 0.117
design.portCount = 113
initial_utilization_pct = 40.5
die_w_um = 346
rows = 125
dieArea_mm2 = 0.120
chipHeight_um = 346

[power]
p_leak_nw = 17.3
power_density_mw_per_mm2 = 179
max-vdd-ir-drop_uv = 138
total_power_mw = 9.69

[min_path]
min_path_cells = 2
hold_end = "regFile[7][24]"
hp-start = "WriteData[24]"
hold_class = "primary input to flop"

[placement]
dp_hpwl_um = 87800
numPortBuffers = 112
gp_congestion = 0.889

[worst_setup_path]
cp.arrival_ns = 5.83
worstPathRequired_ns = 8.00
cp-end-kind = "primary output"
path_max_fanout = 35
start_kind = "primary input"
path_class = "primary input to primary output"

[outcome]
status = "finished, final reports clean"
## worst max-delay path by stage
| stage | from | cells after the start | slack, ns | to |
|---|---|---|---|---|
| final | ReadRegister1[2] | 8 | 2.17 | ReadData1[15] |
| after CTS | ReadRegister1[2] | 8 | 2.25 | ReadData1[15] |
| after global routing | ReadRegister1[2] | 8 | 2.10 | ReadData1[15] |
## routing by layer
| metal | up-vias | global-route usage, % | part of all wire (%) |
|---|---|---|---|
| li1 | 11000 | - | - |
| met1 | 13600 | 30.4 | 31 |
| met2 | 2258 | 40.5 | 47 |
| met3 | 379 | 21.7 | 18 |
| met4 | 14 | 9.69 | 4.6 |
| met5 | - | 2.64 | 0.20 |
## layout make-up
| class | instances | area, µm² |
|---|---|---|
| Antenna cell | 1 | 2.50 |
| Clock buffer | 123 | 2720 |
| Clock inverter | 66 | 826 |
| Fill cell | 9362 | 62500 |
| Inverter | 2 | 7.51 |
| Multi-Input combinational cell | 1226 | 15700 |
| Sequential cell | 1024 | 30700 |
| Tap cell | 1524 | 1910 |
| Timing Repair Buffer | 243 | 2200 |
## layout by cell type, fill, tap and decap left out, drive strengths merged, types with 44 or more instances in the layout
cell type	count
mux2i	302
clkdlybuf4s50	104
o22ai	52
a22oi	88
clkbuf	124
edfxtp	1024
nor3	53
mux4	381
a22o	62
buf	137
a21oi	44
## through the flow
step	instance area (µm²)	hold slack [ns]	setup WS (ns)	cells
2_1_floorplan	47300	2.10	4.39	2460
5_1_grt	54100	2.16	2.10	4208
6_report	54100	2.14	2.17	4209
4_1_cts	54100	2.12	2.25	4208
3_3_place_gp	50600	2.83	2.13	4018
3_5_place_dp	50600	2.85	2.26	4019
## worst max-delay path: stages
cell and delay [ns]:
buf_6 0.35, buf_4 0.53, nor2b_4 0.64, buf_4 0.63, a2111oi_0 0.22, buf_4 0.18
nor3_1 0.52, clkdlybuf4s50_1 0.60
## where the power goes
part           switching [mW]  leakage (nW)  total (mW)  internal, mW
combinational           0.486          6.39       0.854         0.368
clock                    1.66          1.70        4.04          2.38
sequential             0.0218          9.22        4.80          4.78
total                    2.17          17.3        9.69          7.52
## cell usage after synthesis (16+ instances only)
| cell | n |
|---|---|
| a2111oi_0 | 31 |
| clkbuf_1 | 99 |
| o22ai_1 | 52 |
| o221ai_1 | 31 |
| mux2i_1 | 302 |
| buf_4 | 35 |
| edfxtp_1 | 1024 |
| mux2_2 | 32 |
| nor2b_1 | 16 |
| a22o_1 | 62 |
| a22oi_1 | 88 |
| mux4_2 | 381 |
| buf_2 | 41 |
| nor3_1 | 53 |
| a211oi_1 | 43 |
| a21oi_1 | 44 |
| nor2_1 | 35 |
## logic make-up after synthesis
family,Yosys count,synth area share [%]
flip-flops,1024,65.0
AND-OR/OR-AND,365,5.69
AND/OR/NAND/NOR,146,1.63
multiplexers,715,25.3
buffers and inverters,210,2.37
Power and IR drop assume default switching activity.
